==> flow/run.sh <==
#!/bin/bash
# OpenROAD 26Q1-2900-gdf79404cd8, Yosys 0.63+post, stock flow scripts
make -C /OpenROAD-flow-scripts/flow DESIGN_CONFIG=/design/flow/config.mk WORK_HOME=/design/flow/orfs finish
==> flow/design.v <==
`timescale 1ns / 1ps
module SevenLEDDemo(clk,rst,AN_Out,C_Out);
input clk,rst;
output [7:0] AN_Out;
output [6:0] C_Out;
reg [7:0] AN_In; 
reg [55:0] C_In;
parameter ONE = 7'b0000110, THREE=7'b1001111,C=7'b0111001,E=7'b1111001; 
SevenSegmentLED SevenSegmentLED(.clk(clk),.rst(rst),.AN_In(AN_In),.C_In(C_In),.AN_Out(AN_Out),.C_Out(C_Out));
always @ (posedge clk or posedge rst)
begin
    if(rst)
    begin
        AN_In <= 8'h0;
        C_In <= 56'h0;
    end
    else
    begin
        AN_In <= 8'b00111110;
        C_In <= {7'd0,7'd0,E,C,THREE,ONE,ONE,7'd0};
    end
end
endmodule
`timescale 1ns / 1ps
module SevenSegmentLED(clk,rst,AN_In,C_In,AN_Out,C_Out);
input clk,rst;
input [55:0] C_In;
input [7:0] AN_In;
output reg [7:0] AN_Out;
output reg [6:0] C_Out;
reg [2:0] LEDCounter;
reg [16:0] clkCounter;
reg slowClk;
parameter TOGGLE = 17'd100000;
always @ (posedge slowClk or posedge rst)
begin
    if(rst)
    begin
        AN_Out <= 0;
        C_Out <= 0;
        LEDCounter <= 0;
    end
    else
    begin
        LEDCounter <= LEDCounter + 1;
        AN_Out <= ~((8'd1 << LEDCounter)&AN_In);
        C_Out <= ~C_In[LEDCounter*7+:7];
    end
end
always @ (posedge clk or posedge rst)
begin
    if(rst)
    begin
        clkCounter <= 0;
        slowClk <= 0;
    end
    else
    begin
        if(clkCounter == TOGGLE)
        begin
            slowClk <= 0;
            clkCounter <= 0;
        end
        else if(clkCounter > TOGGLE/2)
        begin
            slowClk <= 1;
            clkCounter <= clkCounter + 1;
        end
        else
        begin
            slowClk <= 0;
            clkCounter <= clkCounter + 1;
        end
    end
end
endmodule
==> flow/config.mk <==
export PLATFORM = sky130hd
export DESIGN_NAME = SevenLEDDemo
export DESIGN_NICKNAME = SevenLEDDemo
export VERILOG_FILES = /design/flow/design.v
export SDC_FILE = /design/flow/constraint.sdc
export NUM_CORES = 4
export LEC_CHECK = 1
export CORE_UTILIZATION = 30
==> flow/constraint.sdc <==
current_design SevenLEDDemo

set clk_period 2.7
set clk_io_pct 0.2

create_clock -name clk0 -period $clk_period [get_ports {clk}]

set non_clock_inputs [all_inputs -no_clocks]
set_input_delay [expr $clk_period * $clk_io_pct] -clock clk0 $non_clock_inputs
set_output_delay [expr $clk_period * $clk_io_pct] -clock clk0 [all_outputs]
==> changes_impl.md <==
## Flow update

- Status: complete, no violations
- DRT iter0 DRCs: 51
- IO Port Bufs: 16
- Yosys chip area: 1440 µm²
- Postcts setup bufs: 0
- Register pins left without a clock: 13
- Pre-antenna DRT Iters: 24
- WP data required: 2.81 ns
- Maximum VDD drop: 0.000393 V
- Skew final: 0.00210 ns
- Hold Buf Count CTS: 0
- Post-DP HPWL: 1550 µm
- I/O pin total: 17
- Die Area: 5080 µm²
- Tightest Pin Transition: 0.755 ns
- Max frequency: 587 MHz
- Antenna diode count: 0
- DRC violations left: 0
- Final wirelength: 2080 µm
- Worst Setup EP: SevenSegmentLED.clkCounter[2]
- Synth warn: 2
- CTS max path bufs: 2
- Pwr dens: 291 nW/µm²
- Slew margin rel.: 49.6%
- CP max FO: 10
- Area growth, synth to finish: 17.1%
- Total grt overflow: 0
- Synthesis-stage register bit count: 32
- Max Cap Violations: 0
- HP Class: flip-flop to flip-flop
- Final tally of hold violations: 0
- Vias per cell: 4.66
- Critical Path Source Type: flip-flop
- Vias in the first global route: 862
- Reg2Reg Depth: 4
- Max Slew Vio Count: 0
- Floorplan Utilization: 32.2%
- FF-to-FF setup slack: 1.0 ns
- Clk root buf: clkbuf_8
- Endpoints left unconstrained: 27
- Pin count of the biggest net entering global routing: 22
- First-pass GRT wire length: 3770 µm
- RSZ-0062 raised after global routing: false
- Count of cell types in the netlist: 25
- Core box area: 4470 µm²
- # Cells Yosys: 134
- Worst R2R Start: SevenSegmentLED.clkCounter[11]
- Share of cells above drive strength 1: 4.64%
- CTS tree: yes
- Area of placed instances: 1640 µm²
- Clk slew on worst S/H paths: 0.07 ns
- Finished Cell Area: 1690 µm²
- RR Endpoint: SevenSegmentLED.clkCounter[2]
- Site row count: 24
- Final Wtd Congestion: 0.841
- Final ANT Viol Nets: 0
- Leak: 0.686 nW
- Clk latency of the worst-skew pair: 0.25 ns
- Synth Seq Share: 55.7%
- Worst setup path start: SevenSegmentLED.clkCounter[11]
- Worst slack at placement: 1.02 ns
- Fin crit period: 1.70 ns
- Post-Syn Area: 1440 µm²
- Initial antenna violation count: 0
- Post-CTS sizing: 0
- CTS buffer count: 3
- Critical path arrival: 1.81 ns
- Mapped Cells: 134
- Cycle use final: 63.1%
- Routed wire per std cell: 10.2 µm
- Pwr Total: 0.490 mW
- Total GRT Usage: 9.27%
- DR vias: 945
- CTS H-Tree Depth: 1
- OpenROAD warning count: 29
- Mean post-synth cell area: 10.7 µm²
- Die Width: 71.3 µm
- Setup crit end kind: flip-flop
- Final setup vio count: 0
- Crit path kind: flip-flop to flip-flop
- Die Ht: 71.3 µm
- Fin worst setup slack: 0.995 ns
- TNS Setup: 0 ns
==> critical path, cell delays in order (launching register included) <==
cell and delay [ns]:
dfrtp_1 0.44, nor3_1 0.33, nand4_1 0.14, nor2_1 0.55
nor2_1 0.12
==> layout by cell type, fill, tap and decap left out <==
cell	count
a21o_1	1
a21oi_1	4
and4_1	1
and4bb_2	1
buf_4	2
clkbuf_1	1
clkbuf_8	3
clkdlybuf4s50_1	16
conb_1	2
dfrtp_1	32
ha_1	7
inv_1	8
nand2_1	10
nand3_1	10
nand4_1	5
nand4_4	1
nor2_1	17
nor2b_1	2
nor3_1	5
nor4_1	1
nor4bb_1	1
o21ai_0	3
o31ai_1	1
or2_1	1
or4_1	1
xnor2_1	11
xor2_1	4
==> metrics by stage <==
step                      utilization (%)  hold WS (ns)  std cells
after floorplan                         -         0.455        135
after global placement               36.7         0.471        199
after detailed placement             36.7         0.487        199
after CTS                            37.7         0.497        203
after global routing                 37.7         0.535        203
final                                37.7         0.493        203
==> cell usage after synthesis (all sizes together) <==
cell,count,share of area (%)
nand3,10,3.5
conb,1,0.26
nor4bb,1,0.70
inv,8,2.1
and4bb,1,0.87
nor2b,2,0.87
ha,7,6.1
o31ai,1,0.52
or4,1,0.52
nand4,6,3.7
xnor2,11,6.7
or2,1,0.44
nor3,5,1.7
nor2,17,4.4
dfrtp,32,56
buf,6,3.0
nor4,1,0.44
o21ai,3,1.0
a21o,1,0.52
nand2,10,2.6
a21oi,4,1.4
and4,1,0.61
xor2,4,2.4
==> routing by layer <==
metal,global-route usage (%),wire [µm]
met5,0,0
met2,15.7,954
met1,13.6,1030
met3,1.71,99
met4,0.222,0
==> flip-flops by register name, indices dropped and copies added (netlist names) <==
register / flops
SevenSegmentLED.slowClk: 1
SevenSegmentLED.C_Out: 4
SevenSegmentLED.AN_Out: 6
SevenSegmentLED.clkCounter: 17
SevenSegmentLED.LEDCounter: 3
C_In: 1
==> cell families (layout without fill, tap and decap cells) <==
logic type	after synthesis	after routing	share of synthesized area (%)
AND/OR/NAND/NOR	56	56	20.3
flip-flops	32	32	55.7
XOR/XNOR	15	15	9.13
buffers and inverters	14	30	5.04
AND-OR/OR-AND	9	9	3.48
adder cells (fa/ha/maj)	7	7	6.09
other	1	2	0.261
==> report_power, final <==
| part | switching, mW | total, mW | internal [mW] |
|---|---|---|---|
| sequential | 0.00137 | 0.287 | 0.285 |
| clock | 0.0854 | 0.190 | 0.105 |
| combinational | 0.00965 | 0.0133 | 0.00362 |
| total | 0.0964 | 0.490 | 0.394 |
==> how the worst min path moves through the flow <==
stage	start	depth (start not counted)	slack (ns)	end
global route	SevenSegmentLED.clkCounter[0]	1	0.54	SevenSegmentLED.clkCounter[0]
finish	SevenSegmentLED.clkCounter[0]	1	0.49	SevenSegmentLED.clkCounter[0]
CTS	SevenSegmentLED.clkCounter[0]	1	0.50	SevenSegmentLED.clkCounter[0]
==> cell type report <==
| class | count | area (µm²) |
|---|---|---|
| timing repair buffer | 18 | 175 |
| sequential | 32 | 801 |
| fill | 416 | 2790 |
| tap | 52 | 65.1 |
| multi-input combinational | 89 | 569 |
| clock buffer | 4 | 45.0 |
| inverter | 8 | 30.0 |
Power and IR drop assume default switching activity.
