==> flow/design.v <==
`timescale 1ns / 1ps
module debouncer(clk,PB,clean);
input clk,PB;
output reg clean;
reg [19:0] deb_count;
reg output_exists;
initial begin
    clean = 0;
    deb_count = 19'd0;
    output_exists = 0;
end
always @ (posedge clk)
begin
    if (PB == 1)begin
        if(output_exists == 0) begin
            if (&deb_count) begin
                clean = 1;
                deb_count = 19'd0;
                output_exists = 1;
            end else begin
                deb_count = deb_count + 19'd1;
            end
        end else begin
            clean = 0;
        end
    end else begin
        clean = 0;
        deb_count = 0;
        output_exists = 0;
    end
end
endmodule
`timescale 1ns / 1ps
module fib_counter(out,count,clk,rst);
output reg [5:0]out = 6'b000000;
input count,clk,rst;
reg [5:0]next = 6'b000000;
reg [5:0]t1 = 6'b000000;
reg [5:0]t2 = 6'b000001;
always @(posedge clk or posedge rst)
begin
if(rst == 1'b1)begin
    out = 6'b000000;
    next = 6'b000000;
    t1 = 6'b000000;
    t2 = 6'b000001;
end
else if(count == 1'b1)begin
    if(out < 6'd34)begin
        out = next;
        t1 = t2;
        t2 = next;
        next = t1 + t2;
    end
    else begin
        out = 6'b000000;
        next = 6'b000000;
        t1 = 6'b000000;
        t2 = 6'b000001;
    end
end    
end
endmodule
`timescale 1ns / 1ps
module part3b(out,count,clk,rst);
output [5:0]out;
wire clean1;
input count,clk,rst;
debouncer db1(.clk(clk),.PB(count),.clean(clean1));
fib_counter fib1(.out(out),.count(clean1),.clk(clk),.rst(rst));
endmodule
==> flow/run.sh <==
#!/bin/bash
# OpenROAD 26Q1-2900-gdf79404cd8, Yosys 0.63+post, stock flow scripts
make -C /OpenROAD-flow-scripts/flow DESIGN_CONFIG=/design/flow/config.mk WORK_HOME=/design/flow/orfs finish
==> flow/config.mk <==
export PLATFORM = sky130hd
export DESIGN_NAME = part3b
export DESIGN_NICKNAME = part3b
export VERILOG_FILES = /design/flow/design.v
export SDC_FILE = /design/flow/constraint.sdc
export NUM_CORES = 4
export LEC_CHECK = 1
export CORE_UTILIZATION = 30
==> flow/constraint.sdc <==
current_design part3b

set clk_period 2.8
set clk_io_pct 0.2

create_clock -name clk0 -period $clk_period [get_ports {clk}]

set non_clock_inputs [all_inputs -no_clocks]
set_input_delay [expr $clk_period * $clk_io_pct] -clock clk0 $non_clock_inputs
set_output_delay [expr $clk_period * $clk_io_pct] -clock clk0 [all_outputs]
==> results.py <==
# Auto-generated metrics
metrics = {
    "outcome": {
        "status": "finished clean",
    },
    "final_timing": {
        "fin_crit_ns": 2.050,
        "tns_ns": 0,
        "final-hold-violation-count": 0,
        "rsz0062_at_grt": "false",
        "maxSlewViolCount": 0,
        "worst_pin_slew_ns": 0.5707,
        "fin_crit_sh": 0.7323,
        "clock.fmax_ghz": 0.4877,
        "finalSetupViolCount": 0,
        "max_slew_margin": 0.6182,
        "finClkSkew_ns": 0.01080,
    },
    "routing": {
        "drtAntennaViolNets": 0,
        "drc_errors": 0,
        "wl_per_cell_um": 11.76,
        "routed_wl_um": 3188,
        "drt_iter0_markers": 34,
        "routed_via_density": 4.952,
        "first_pass_iters": 4,
        "diodes": 0,
        "via_count": 1342,
    },
    "global_routing": {
        "grtUsageTotal": 0.1145,
        "grt-ovfl-total": 0,
        "grtUsageMet2": 0.1836,
        "grt_use_met3": 0.02334,
        "met1_usage": 0.1655,
        "top_usage_layer": "met2",
        "grt_max_degree": 17,
        "grt_pass1_wl_um": 5796,
        "antenna_found_initial": 0,
        "grt_pass1_vias": 1309,
    },
    "pwr": {
        "p_leak_uw": 0.0007815,
        "power_density_mw_per_mm2": 492.8,
        "peakVddDrop_mv": 0.2983,
    },
    "logic_synthesis": {
        "yosys_area_mm2": 0.001784,
        "xor_share": 0.05891,
        "synth_flop_count": 35,
        "logic_family": "simple AND/OR/NAND/NOR gates",
        "synthCells": 192,
        "fa_ha_area_frac": 0.05330,
        "yosys.area_share.simple": 0.2153,
        "synth_area_mm2": 0.001784,
        "synthAoiAreaFrac": 0.1662,
        "syn_area_per_cell_um2": 9.293,
        "top_cell_area_share": 0.2468,
        "synthArstFlopShare": 0.3714,
        "area_leaders": "dfxtp_1, dfrtp_1, xnor2_1",
        "ys_types": 47,
        "mux_share": 0,
        "yosys_cells": 192,
        "ys.flop_type": "dfxtp_1",
        "yosys_warnings": 2,
        "top_area_cell": "dfxtp_1",
        "synth-edff-count": 0,
        "ys_seq_share": 0.4299,
    },
    "finish": {
        "layout-drive-gt1-share": 0.08543,
        "instances_no_fill": 271,
        "area_growth_syn_to_layout_pct": 12.41,
        "fillers": 577,
    },
    "hold_path": {
        "min_path_type": "reg2reg",
        "hold_depth": 2,
    },
    "flow_run": {
        "maxCapViolCount": 0,
        "warning_count": 25,
    },
    "critical_path": {
        "critical_path_class": "reg2reg",
        "end_kind": "flop",
        "ff2ff_path_depth": 5,
        "cp_max_fo": 10,
        "required_ns": 2.96,
        "start_kind": "flop",
        "crit_arrival_ns": 2.21,
        "reg2reg_slack_ns": 0.75,
    },
    "placed_design": {
        "placedCellCount": 263,
        "dpl.hpwl_um": 2218,
        "port_buffers": 8,
        "gp_congestion": 0.7799,
    },
    "die": {
        "io_pins": 9,
        "die_h_um": 79.12,
        "num_rows": 27,
        "fp_util": 0.3182,
        "chipArea_mm2": 0.006260,
        "core_area_mm2": 0.005608,
        "die_x_um": 79.12,
    },
    "clock_network": {
        "clk_pin_slew_worst_paths_ns": 0.07,
        "cts_max_path_buffers": 2,
        "post_cts_buffers": 0,
        "cts-root-buf": "clkbuf_8",
        "cts_tree": "built",
        "clkSinkCount": 35,
        "numCtsBuffers": 5,
        "htree_levels": 2,
        "clock_latency_ns": 0.29,
        "ctsResizeCount": 0,
        "ctsHoldBuffers": 0,
    },
}
-- state kept, by name (all words and copies together) (netlist names) --
name / cells
db1.clean: 1
db1.deb_count: 20
fib1.t2: 6
db1.output_exists: 1
fib1.next: 6
fib1.out: 1
-- worst paths after layout --
path | start | end
hold reg to reg | db1.deb_count[13] | db1.deb_count[13]
min in group asynchronous | rst | fib1.out[0]
max in group asynchronous | rst | fib1.t2[0]
setup reg to reg | db1.deb_count[10] | db1.deb_count[15]
hold / removal | db1.deb_count[13] | db1.deb_count[13]
setup / recovery | db1.deb_count[10] | db1.deb_count[15]
-- area by class of cell --
| cell class | instances | area (µm²) | share of cell area |
|---|---|---|---|
| Multi-Input combinational cell | 129 | 880.8 | 0.4392 |
| Clock inverter | 3 | 43.79 | 0.02183 |
| Clock buffer | 5 | 68.82 | 0.03431 |
| Tap cell | 72 | 90.09 | 0.04492 |
| Inverter | 18 | 67.56 | 0.03369 |
| Sequential cell | 35 | 767.0 | 0.3824 |
| Timing Repair Buffer | 9 | 87.58 | 0.04367 |
-- critical path, cell delays in order, from the launching register on --
cell and delay [ns]:
dfxtp_1 0.44, nand4_2 0.20, or3_1 0.48, o41ai_4 0.50, buf_4 0.27, a21oi_1 0.05
-- power by group --
group	switching (µW)	total [µW]	internal (µW)
Sequential	5.35	509	504
Clock	191	456	265
Combinational	13.3	22.9	9.62
-- routing by layer --
layer / vias to the layer above / routed length (µm)
li1: 689 / -
met1: 628 / 1596
met2: 20 / 1448
met3: 5 / 104
met4: 0 / 38
met5: - / 0
-- cell usage in the layout (no fill, tap or decap), types with 3 or more instances in the layout --
cell type        synthesis  layout
a21oi_1                 12      12
clkbuf_8                 0       5
clkdlybuf4s50_1          0       8
dfrtp_1                 12      12
dfxtp_1                 22      22
ha_1                     6       6
inv_1                   18      18
nand2_1                 14      14
nand3_1                  6       6
nor2_1                  13      13
nor3_1                   5       5
o21ai_0                  9       9
o22ai_1                  7       7
o31ai_1                  3       3
or3_1                    4       4
or4_1                    4       4
xnor2_1                  9       9
xor2_1                   3       3
-- cell families (layout without fill, tap and decap cells) --
kind of cell             count (synthesis)  after routing
AND/OR/NAND/NOR                         66             66
adder cells (fa/ha/maj)                  7              7
AND-OR/OR-AND                           44             44
XOR/XNOR                                12             12
buffers and inverters                   28             35
flip-flops                              35             35
-- per-stage QoR --
step / worst slack [ns] / utilization / power (µW) / hold WS (ns) / cell area (µm²)
6_report: 0.7495 / 0.3577 / 988.5 / 0.4961 / 2006
5_1_grt: 0.5738 / 0.3577 / 1031 / 0.5144 / 2006
4_1_cts: 0.7208 / 0.3577 / 1004 / 0.4983 / 2006
3_5_place_dp: 0.7183 / 0.3376 / 544.0 / 0.4827 / 1893
3_3_place_gp: 0.7794 / 0.3376 / 543.9 / 0.4819 / 1893
2_1_floorplan: 0.9479 / - / 535.0 / 0.4362 / 1784
-- synth_stat cells (all sizes together) (2+ instances only) --
| library cell | instances |
|---|---|
| buf | 9 |
| or4b | 2 |
| a21o | 2 |
| or3 | 4 |
| nand3 | 6 |
| a211oi | 2 |
| nor4 | 2 |
| dfrtp | 12 |
| xnor2 | 9 |
| inv | 18 |
| and2 | 2 |
| xor2 | 3 |
| o22ai | 7 |
| or4 | 4 |
| o21ai | 9 |
| a21oi | 12 |
| o41ai | 2 |
| nor3 | 5 |
| nor2 | 13 |
| nand2 | 14 |
| ha | 6 |
| nor3b | 2 |
| nand4 | 4 |
| nand4b | 2 |
| dfxtp | 22 |
| o31ai | 3 |
| nor2b | 2 |
No activity file was given, so power comes from the tool's default toggle rates.
