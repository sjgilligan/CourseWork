[./config.mk]
export PLATFORM = sky130hd
export DESIGN_NAME = demo
export DESIGN_NICKNAME = demo
export VERILOG_FILES = /design/flow/design.v
export SDC_FILE = /design/flow/constraint.sdc
export NUM_CORES = 4
export LEC_CHECK = 1
export CORE_AREA = 10 10 100 100
export DIE_AREA = 0 0 110 110
[./constraint.sdc]
current_design demo

set clk_period 2.7
set clk_io_pct 0.2

create_clock -name clk0 -period $clk_period [get_ports {clk}]

set non_clock_inputs [all_inputs -no_clocks]
set_input_delay [expr $clk_period * $clk_io_pct] -clock clk0 $non_clock_inputs
set_output_delay [expr $clk_period * $clk_io_pct] -clock clk0 [all_outputs]
[./design.v]
`timescale 1ns / 1ps
module SevenSegmentLED(clk,rst,AN_In,C_In,AN_Out,C_Out);
input clk,rst;
input [55:0] C_In;
input [7:0] AN_In;
output reg [7:0] AN_Out;
output reg [6:0] C_Out;
reg [2:0] LEDCounter;
reg [16:0] clkCounter;
reg slowClk;
parameter TOGGLE = 17'd100000;
always @ (posedge slowClk or posedge rst)
begin
    if(rst)
    begin
        AN_Out <= 0;
        C_Out <= 0;
        LEDCounter <= 0;
    end
    else
    begin
        LEDCounter <= LEDCounter + 1;
        AN_Out <= ~((8'd1 << LEDCounter)&AN_In);
        C_Out <= ~C_In[LEDCounter*7+:7];
    end
end
always @ (posedge clk or posedge rst)
begin
    if(rst)
    begin
        clkCounter <= 0;
        slowClk <= 0;
    end
    else
    begin
        if(clkCounter == TOGGLE)
        begin
            slowClk <= 0;
            clkCounter <= 0;
        end
        else if(clkCounter > TOGGLE/2)
        begin
            slowClk <= 1;
            clkCounter <= clkCounter + 1;
        end
        else
        begin
            slowClk <= 0;
            clkCounter <= clkCounter + 1;
        end
    end
end
endmodule
`timescale 1ns / 1ps
module demo(clk,rst,AN_Out,C_Out);
input clk,rst;
output [7:0] AN_Out;
output [6:0] C_Out;
reg [7:0] AN_In; 
reg [55:0] C_In;
parameter ONE = 7'b0000110, THREE=7'b1001111,C=7'b0111001,E=7'b1111001; 
SevenSegmentLED SevenSegmentLED(.clk(clk),.rst(rst),.AN_In(AN_In),.C_In(C_In),.AN_Out(AN_Out),.C_Out(C_Out));
always @ (posedge clk or posedge rst)
begin
    if(rst)
    begin
        AN_In <= 8'h0;
        C_In <= 56'h0;
    end
    else
    begin
        AN_In <= 8'b00111110;
        C_In <= {7'd0,7'd0,E,C,THREE,ONE,ONE,7'd0};
    end
end
endmodule
[./run.sh]
#!/bin/bash
# OpenROAD 26Q1-2900-gdf79404cd8, Yosys 0.63+post, stock flow scripts
make -C /OpenROAD-flow-scripts/flow DESIGN_CONFIG=/design/flow/config.mk WORK_HOME=/design/flow/orfs finish
==> notes.md <==
yosys + openroad results -> CTS Hold Buffers Added=0, worst hold path class=reg -> reg, crit path launch type=flop, pin count of the biggest net entering global routing=21, register pins left without a clock=13, Iter 0 DRT Violations=73, Yosys chip area=1440 sq um, yosys warns=2, TritonCTS clock tree=done, DR vias=931, vias per cell=3.69, setup TNS=0 ps, Final Max Tran Viols=0, placer congestion estimate=0.783, Switching Share=20.2%, unrepaired setup endpoints after global routing=no, Yosys reg bits=32, dpl hpwl=1710 um, initial antenna violation count=0, Total GRT Usage=3.73%, crit path max fanout=4, Slew headroom=50.9%, Routed Antenna Nets=0, count of tool warnings=29, die area=12100 sq um, HP Start=SevenSegmentLED.clkCounter[0]$_DFF_PP0_, status=finished clean, Final Setup Violations=0, worst skew pair latency=250 ps, endpoints left unconstrained=27, Synth area leader=dfrtp_1, Hold Path Stages=1, Power Dens Cells=283 nW/um^2, average size of a mapped cell=10.7 sq um, Largest type area fraction=55.7%, Inst Count DP=248, yosys cell count=134, postcts setup bufs=0, vias in the first global route=840, maximum capacitance violations=0, Area Growth Syn to Fin=21.0%, post-route design area=1740 sq um, DIE WIDTH=110 um, combinational gate area=569 sq um, synth cell count leaders=dfrtp_1 (32), nor2_1 (17), xnor2_1 (11), nand2_1 (10), nand3_1 (10), top-count cell post-synth=dfrtp_1, Commonest flop=dfrtp_1, measured slew at the worst slew-check pin=736 ps, Setup CP Type=reg -> reg, VDD IR max=0.000120 V, global route overflow=0, Flop pwr share=58.2%, layout cells sized above 1=4.00%, Reg2Reg Setup Slack=1000 ps, area occupied by registers=801 sq um, number of enable flip-flop cells=0, Top cells by area=dfrtp_1 (56%), xnor2_1 (6.7%), ha_1 (6.1%), Worst R2R Path Depth=5, Gates resized, CTS repair=0, Worst R2R End=SevenSegmentLED.clkCounter[16]$_DFF_PP0_, Tmin final=1700 ps, post-synth cell types=25, Setup crit end kind=flop, fin cells=252, dpl cell area=1700 sq um, DRT Pass-1 Iters=4, Clock Skews=1.65 ps, Seq/Total Area, Yosys=55.7%, Hold Path Sink=SevenSegmentLED.clkCounter[0]$_DFF_PP0_, Max Fclk=589 MHz, Final Hold Fails=0, FILL cells=832, Site Rows=32, IO Pins=17, ant diodes=0, Worst EP arrival=1880 ps, Clock Tree Root=clkbuf_8, Worst-path clk slew=70 ps, WL final=2340 um, Mapped Area=1440 sq um, combinational power share=2.5%, DR DRC count=0, post-synthesis async set-or-reset flop share=100%, final worst path period share=62.9%, core area=7810 sq um, clock share of power=39.2%, Syn Inst Count=134, IO buf count=16, die y size=110 um, Switch Pwr=0.0000994 W, r2r startpoint=SevenSegmentLED.clkCounter[0]$_DFF_PP0_, Max Buffers Root-to-Sink=2, Leak=0.682 nW, initial core utilization=18.4%, first-pass GRT wire length=3870 um, Num CTS Buffers=3, H-tree depth=1, Req. time, crit path=2880 ps, wire per inst=9.27 um, Int Pwr=0.000393 W
==> metal layers <==
layer / global-route usage [%] / part of all wire (%)
met1: 5.10 / 47
met3: 0.881 / 9.1
met4: 0.279 / 0
met5: 0 / 0
met2: 6.18 / 44
==> stage by stage <==
step	setup slack (ps)	hold WS, ps	total power [W]	util, %
floorplan	1150	455	0.000300	-
global placement	1010	477	0.000305	21.7
detailed placement	1030	495	0.000305	21.7
CTS	1010	503	0.000499	22.3
global route	877	529	0.000514	22.3
finish	1000	506	0.000492	22.3
==> sequential cells by signal (all words and copies together) (netlist names) <==
signal                      cells
C_In                            1
SevenSegmentLED.AN_Out          6
SevenSegmentLED.C_Out           4
SevenSegmentLED.LEDCounter      3
SevenSegmentLED.clkCounter     17
SevenSegmentLED.slowClk         1
==> cells in the final DEF (no fill, tap or decap), drive strengths merged, types with 2 or more instances in the layout <==
master / Yosys / layout
clkdlybuf4s50: 0 / 16
dfrtp: 32 / 32
nand4: 6 / 6
clkbuf: 0 / 4
nor3: 5 / 5
nand3: 10 / 10
o21ai: 3 / 3
a21oi: 4 / 4
ha: 7 / 7
inv: 8 / 8
xor2: 4 / 4
xnor2: 11 / 11
nand2: 10 / 10
conb: 1 / 2
nor2: 17 / 17
nor2b: 2 / 2
==> cells by family (layout without fill, tap and decap cells) <==
group           Yosys count  in the layout  synth area share, %
simple gates             56             56                 20.3
flops                    32             32                 55.7
xor+xnor                 15             15                 9.13
buf+inv                  14             29                 5.04
compound gates            9              9                 3.48
fa+ha+maj                 7              7                 6.09
other cells               1              2                0.261
==> critical path, stage by stage (launching register included) <==
cell and delay [ps]:
dfrtp_1 400, ha_1 220, nand2_1 130, or2_1 260
or4_1 470, a21oi_1 140
==> worst max path at each step <==
stage | cells after the start | to | slack (ps) | start
4_1_cts | 5 | SevenSegmentLED.clkCounter[16]$_DFF_PP0_ | 1010 | SevenSegmentLED.clkCounter[0]$_DFF_PP0_
5_1_grt | 4 | SevenSegmentLED.clkCounter[9]$_DFF_PP0_ | 880 | SevenSegmentLED.clkCounter[4]$_DFF_PP0_
6_report | 5 | SevenSegmentLED.clkCounter[16]$_DFF_PP0_ | 1000 | SevenSegmentLED.clkCounter[0]$_DFF_PP0_
==> layout make-up <==
cell class,count,area share [%]
clock buffer,4,2.59
tap,102,7.33
sequential,32,46.0
multi-input combinational,89,32.7
timing repair buffer,17,9.63
inverter,8,1.73
==> power by group through the flow <==
stage	registers (W)	logic [W]	clock network, W
CTS	0.000286	0.0000135	0.000199
global route	0.000286	0.0000151	0.000212
finish	0.000287	0.0000124	0.000193
Power and IR drop assume default switching activity.
